==> design.v <==
`timescale 1ns / 1ps
module FullAdder(input logic a, b, cin,
    output logic s, cout);
    logic p, g;
    assign p = a ^ b;
    assign g = a & b;
    assign s = p ^ cin;
    assign cout = g | (p & cin);
endmodule
`timescale 1ns / 1ps
module NbitFulladder( input logic [7:0] a, b,
input logic cin,
output logic [7:0] s,
output logic cout);
wire [6:0] c;
FullAdder i_0 (a[0],b[0],cin,s[0],c[0]);
FullAdder i_1 (a[1],b[1],c[0],s[1],c[1]);
FullAdder i_2 (a[2],b[2],c[1],s[2],c[2]);
FullAdder i_3 (a[3],b[3],c[2],s[3],c[3]);
FullAdder i_4 (a[4],b[4],c[3],s[4],c[4]);
FullAdder i_5 (a[5],b[5],c[4],s[5],c[5]);
FullAdder i_6 (a[6],b[6],c[5],s[6],c[6]);
FullAdder i_7 (a[7],b[7],c[6],s[7],cout);
endmodule
==> run.sh <==
#!/bin/bash
# OpenROAD 26Q1-2900-gdf79404cd8, Yosys 0.63+post, stock flow scripts
make -C /OpenROAD-flow-scripts/flow DESIGN_CONFIG=/design/flow/config.mk WORK_HOME=/design/flow/orfs finish
==> config.mk <==
export PLATFORM = sky130hd
export DESIGN_NAME = NbitFulladder
export DESIGN_NICKNAME = NbitFulladder
export VERILOG_FILES = /design/flow/design.v
export SDC_FILE = /design/flow/constraint.sdc
export NUM_CORES = 4
export LEC_CHECK = 1
export CORE_AREA = 10 10 70 70
export DIE_AREA = 0 0 80 80
==> constraint.sdc <==
current_design NbitFulladder

set clk_period 6.1
set clk_io_pct 0.2

create_clock -name clk0 -period $clk_period

set non_clock_inputs [all_inputs -no_clocks]
set_input_delay [expr $clk_period * $clk_io_pct] -clock clk0 $non_clock_inputs
set_output_delay [expr $clk_period * $clk_io_pct] -clock clk0 [all_outputs]
==> job_summary.md <==
### Yosys + OpenROAD results

| Metric | Value |
|---|---|
| Design Power | 45.6 uW |
| Sw Pwr | 12.8 uW |
| Arrival time of the worst setup path | 4.69 ns |
| DP Worst Slack | -0.348 ns |
| Yosys Instances | 26 |
| Final Non-Filler Cells | 90 |
| Switching share of power | 28.0% |
| DIE AREA | 6400 sq um |
| Cycle use final | 96.8% |
| Pint | 32.9 uW |
| Pre-Repair DR Iteration Count | 1 |
| Remaining routing DRC violations | 0 |
| Hold Startpoint | b[0] |
| Post-cts hold buffer count | 0 |
| Warnings, synthesis | 0 |
| Maxcap violations | 0 |
| Seq share, synth | 0% |
| Layout cells sized above 1 | 22.7% |
| Via Count | 216 |
| Max-slew violations | 0 |
| Status | finished clean |
| Fmax | 169 MHz |
| Routability congestion estimate | 0.854 |
| WP data required | 4.88 ns |
| Grt ovf | 0 |
| Worst-Margin Slew | 0.118 ns |
| Cell Type Count | 3 |
| Worst vdd ir | 26.0 uV |
| Area after DPL | 515 sq um |
| Cells after Synth | 26 |
| Rel. slew slack | 92.1% |
| Final Util | 15.7% |
| Area growth from synthesis to layout | 108% |
| Core area | 3420 sq um |
| Met2 routed WL | 250 microns |
| Mapped cell area | 258 sq um |
| Final Cell Area | 537 sq um |
| Flops | 0 |
| Antenna violations before repair | 0 |
| Clkbuf count | 0 |
| Num ports | 26 |
| Filler cell count | 396 |
| CP Class | in -> out |
| Post-route setup slack | 0.193 ns |
| Hold crit path type | in -> out |
| Via/cell ratio | 2.40 |
| RSZ-0062 raised after global routing | false |
| PD cells | 85.0 nW/um^2 |
| Crit end category | output pin |
| Tool Warnings | 32 |
| Yosys chip area | 258 sq um |
| Hold path depth | 5 |
| FP Util | 7.55% |
| Worst hold slack | 3.25 ns |
| Register area | 0 sq um |
| Setup Viol. Count Final | 0 |
| DR top layer | met3 |
| Min cycle time layout | 5.91 ns |
| Final ANT Viol Nets | 0 |
| Clock share of power | 0% |
| Flop pwr share | 0% |
| GRT Util Overall | 2.40% |
| Final setup TNS | 0 ns |
| Vias in the first global route | 258 |
| Final HPWL DP | 773 microns |
| Die y size | 80 microns |
| Pin count of the biggest net entering global routing | 2 |
| Routed length per instance | 8.87 microns |
| Met3 WL | 211 microns |
| Hold Path Sink | s[0] |
| Commonest Layout Cell | clkdlybuf4s50_1 |
| Critical path peak fanout | 1 |
| Leak | 0.224 nW |
| Startpoint type of the worst setup path | primary input |
| Syn_area_per_cell | 9.91 sq um |
| WL met1 | 336 microns |
| Post-Place Cells | 90 |
| Final Hold Vio Count | 0 |
| IO Port Bufs | 26 |
| Routed WL | 798 microns |
| Top cells excl fill/tap | 23 x clkdlybuf4s50_1, 7 x inv_1, 7 x fa_2, 3 x inv_2, 2 x dlymetal6s2s_1 |
| Combinational fraction of design power | 100.0% |
| Row Count | 21 |
| Antenna cell count | 0 |
| First-pass GRT wire length | 1.24 mm |
| Iteration-0 DRC Markers | 0 |
| Postcts setup bufs | 0 |
| Die width | 80 microns |
final cells by class:
class	count	area (sq um)	area share, %
Multi-Input combinational cell	8	178	33.1
Timing Repair Buffer	26	264	49.2
Tap cell	46	57.6	10.7
Inverter	10	37.5	6.99
cells in the mapped netlist (all sizes together):
cell   n  share of area [%]
fa     8                 62
buf    8                 23
inv   10                 15
worst max-delay path, stage by stage:
cell and delay [ns]:
clkdlybuf4s50_1 0.39, inv_1 0.07, fa_2 0.17, inv_1 0.05
fa_2 0.35, fa_2 0.34, fa_2 0.35, fa_2 0.34
fa_2 0.34, fa_2 0.34, inv_2 0.06, fa_1 0.40
inv_1 0.06, dlygate4sd2_1 0.20
power by group through the flow:
stage	Clock (mW)	Combinational (mW)	Sequential (mW)
final	0	0.0456	0
after global routing	0	0.0530	0
after CTS	0	0.0479	0
logic make-up (layout without fill, tap and decap cells):
| logic type | after synthesis | in the layout | synth area share, % |
|---|---|---|---|
| adders and majority gates | 8 | 8 | 62.1 |
| buffers and inverters | 18 | 36 | 37.9 |
what timing repair did:
action / CTS / global route
hold endpoints to repair: 0 / 0
pin swaps: 6 / 6
cloned: 0 / 0
gates resized: 11 / 2
setup endpoints to repair: 2 / 3
how the worst max path moves through the flow:
| stage | slack (ns) | startpoint | end | depth (start not counted) |
|---|---|---|---|---|
| after global routing | 0.008 | cin | s[7] | 14 |
| after CTS | 0.004 | a[0] | s[7] | 14 |
| final | 0.19 | cin | s[7] | 14 |
metal layers:
metal  global-route usage (%)  vias to the layer above
met5                        0                        -
met4                        0                        0
met3                     2.05                        0
met2                     3.21                       24
met1                     3.04                       96
li1                         -                       96
Power is estimated from default activity; no workload was simulated.
