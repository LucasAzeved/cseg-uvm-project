`./config.mk`:
```
export PLATFORM = sky130hd
export DESIGN_NAME = Processor
export DESIGN_NICKNAME = Processor
export VERILOG_FILES = /design/flow/design.v
export SDC_FILE = /design/flow/constraint.sdc
export NUM_CORES = 4
export LEC_CHECK = 1
export CORE_UTILIZATION = 40
```
`./constraint.sdc`:
```
current_design Processor

set clk_period 21.3
set clk_io_pct 0.2

create_clock -name clk0 -period $clk_period [get_ports {clk}]

set non_clock_inputs [all_inputs -no_clocks]
set_input_delay [expr $clk_period * $clk_io_pct] -clock clk0 $non_clock_inputs
set_output_delay [expr $clk_period * $clk_io_pct] -clock clk0 [all_outputs]
```
`./design.v`:
```
`timescale 1ns / 1ps
module ALU(
    input [7:0] A,
    input [7:0] B,
    output reg [7:0] aluOut,
    input [2:0] aluControl, 
    output reg equality
	);
parameter	ALU_OP_ADD	= 3'b000,
			ALU_OP_SUB	= 3'b001,
			ALU_OP_AND	= 3'b010,
			ALU_OP_OR	= 3'b011,
			ALU_OP_EOR	= 3'b100,
			ALU_OP_BIC	= 3'b101,
			ALU_OP_RSB	= 3'b110,
			ALU_OP_BEQ	= 3'b111;
always @(*) 
begin
	case(aluControl)
			ALU_OP_ADD 	: begin
							aluOut = A + B;
						  end
			ALU_OP_SUB 	: begin
						  	aluOut = A - B;
						  end
			ALU_OP_AND 	: begin
						  	aluOut = A & B;
					      end
			ALU_OP_OR	: begin
							aluOut = A | B;
						  end
			ALU_OP_EOR	: begin
						  	aluOut = A ^ B;
						  end
			ALU_OP_BIC	: begin
							aluOut = A & ~B;
						  end
			ALU_OP_RSB	: begin
							aluOut = B - A;
						  end
			ALU_OP_BEQ	: begin
							equality = (A==B)?1'b1:1'b0;
					  	  end
	endcase
end
endmodule
`timescale 1ns / 1ps
module ControlUnit(
    input [3:0] opcode,
    input [2:0] func,
    output reg RegWrite,
    output reg AluSrc,
    output reg [2:0] AluControl,
    output reg MemWrite,
    output reg MemtoReg,
    output reg jump,
    output reg r2Chooser);
always @(*) 
begin
	if (opcode == 4'b0000) 
	begin
		if (func == 3'b000) 
		begin
		AluControl		<= 3'b000;
		AluSrc		    <= 1'b0;
		MemtoReg 	    <= 1'b0;
		RegWrite	    <= 1'b1;
		MemWrite	    <= 1'b0;
		jump			<= 1'b0;
		r2Chooser       <= 1'b0;
		end
		if (func == 3'b001) 
		begin
		AluControl		<= 3'b001;
		AluSrc		    <= 1'b0;
		MemtoReg 	    <= 1'b0;
		RegWrite	    <= 1'b1;
		MemWrite	    <= 1'b0;
		jump			<= 1'b0;
		r2Chooser       <= 1'b0;
		end
		if (func == 3'b010) 
		begin
		AluControl		<= 3'b010;
		AluSrc		    <= 1'b0;
		MemtoReg 	    <= 1'b0;
		RegWrite	    <= 1'b1;
		MemWrite	    <= 1'b0;
		jump			<= 1'b0;
		r2Chooser       <= 1'b0;
		end
		if (func == 3'b011) 
		begin
		AluControl		<= 3'b011;
		AluSrc		    <= 1'b0;
		MemtoReg 	    <= 1'b0;
		RegWrite	    <= 1'b1;
		MemWrite	    <= 1'b0;
		jump			<= 1'b0;
		r2Chooser       <= 1'b0;
		end
		if (func == 3'b100) 
		begin
		AluControl		<= 3'b100;
		AluSrc		    <= 1'b0;
		MemtoReg 	    <= 1'b0;
		RegWrite	    <= 1'b1;
		MemWrite	    <= 1'b0;
		jump			<= 1'b0;
		r2Chooser       <= 1'b0;
		end
		if (func == 3'b101) 
		begin
		AluControl		<= 3'b101;
		AluSrc		    <= 1'b0;
		MemtoReg 	    <= 1'b0;
		RegWrite	    <= 1'b1;
		MemWrite	    <= 1'b0;
		jump			<= 1'b0;
		r2Chooser       <= 1'b0;
		end
		if (func == 3'b110) 
		begin
		AluControl		<= 3'b110;
		AluSrc		    <= 1'b0;
		MemtoReg 	    <= 1'b0;
		RegWrite	    <= 1'b1;
		MemWrite	    <= 1'b0;
		jump			<= 1'b0;
		r2Chooser       <= 1'b0;
		end
	end
	else if (opcode==4'b0100)
		begin
		AluControl		<= 3'b000;
		AluSrc		    <= 1'b1;
		MemtoReg 	    <= 1'b0;
		RegWrite	    <= 1'b1;
		MemWrite	    <= 1'b0;
		jump		    <= 1'b0;
		r2Chooser       <= 1'b0;	
		end
	else if (opcode==4'b1011)
		begin
		AluControl		<= 3'b000;
		AluSrc		    <= 1'b1;
		MemtoReg 	    <= 1'b1;
		RegWrite	    <= 1'b1;
		MemWrite	    <= 1'b0;
		jump		    <= 1'b0;
		r2Chooser       <= 1'b0;	
		end
	else if (opcode==4'b1111)
		begin
		AluControl		<= 3'b000;
		AluSrc		    <= 1'b1;
		RegWrite	    <= 1'b0;
		MemWrite	    <= 1'b1;
		MemtoReg        <= 1'b0;
		jump		    <= 1'b0;	
		r2Chooser       <= 1'b1;
		end
	else if (opcode==4'b1000)
		begin
		AluControl		<= 3'b111;
		AluSrc		    <= 1'b0;
		RegWrite	    <= 1'b0;
		MemWrite	    <= 1'b0;
		MemtoReg        <= 1'b0;
		jump		    <= 1'b0;	
		r2Chooser       <= 1'b1;
		end
	else if (opcode==4'b0010)
		begin
		AluControl		<= 3'b111;
		AluSrc		    <= 1'b1;
		RegWrite	    <= 1'b0;		
		MemWrite	    <= 1'b0;
		jump		    <= 1'b1;	
		r2Chooser       <= 1'b0;
		end
	else 
		begin
		AluControl		<= 3'b000;
		AluSrc		    <= 1'b0;
		RegWrite	    <= 1'b0;		
		MemWrite	    <= 1'b0;
		jump		    <= 1'b0;	
		r2Chooser       <= 1'b0;
		end
end
endmodule
`timescale 1ns / 1ps
module DataMemory(
    input [7:0] A,
    input [7:0] WD,
    output reg [7:0] out,
    input mem_write,
    input clk,
    input reset
    );
reg [7:0] register [255:0];
assign out = register[A];
always@(posedge clk) 
begin
	if(mem_write) register[A] <= WD;
end
endmodule
`timescale 1ns / 1ps
module Extend(
    input [5:0] in,
    output [7:0] out
    );
assign out = in; 
endmodule
`timescale 1ns / 1ps
module InstructionMemory(
    input [7:0] extendedIm,
    input equality,
    input jump,
    output reg [15:0] out,
    input logic clk,
    output reg [5:0] PC);
reg [15:0] instruction_memory [31:0];
initial instruction_memory[0] = 16'b0000_010_001_000_000;    
initial instruction_memory[1] = 16'b0000_010_001_000_001;    
initial instruction_memory[2] = 16'b0000_011_010_000_010;    
initial instruction_memory[3] = 16'b0000_010_010_000_011;    
initial instruction_memory[4] = 16'b0000_101_011_100_100;    
initial instruction_memory[5] = 16'b0000_111_101_110_101;    
initial instruction_memory[6] = 16'b0000_010_001_000_110;    
initial instruction_memory[9] = 16'b0100_111_111_001111;     
initial instruction_memory[10] = 16'b1111_111_010_001000;    
initial instruction_memory[11] = 16'b1011_111_011_001001;    
initial instruction_memory[12] = 16'b0100_000_010_001000;    
initial instruction_memory[13] = 16'b0100_001_010_001000;    
initial instruction_memory[14] = 16'b1000_000_001_000110;    
initial instruction_memory[19] = 16'b0000_010_001_000_000;   
initial instruction_memory[20] = 16'b0010_0011_00000011;     
initial instruction_memory[23] = 16'b0100_001_001_010011;    
initial instruction_memory[26] = 16'b0000_011_010_010_011;   
initial PC = 5'b00; 
assign out = instruction_memory[PC];
always @(posedge clk) 
begin
    if(jump != 1'b0)
        PC <= PC + out[7:0];
    else if (equality == 1'b1)
        PC <= PC + extendedIm;
    else 
        PC <= PC + 8'd1;
end
endmodule
`timescale 1ns / 1ps
module MUX2(
    input logic [7:0] d0, d1,
    output logic [7:0] y,
    input logic s);
    assign y = s ? d1 : d0;
endmodule
`timescale 1ns / 1ps
module Processor(
input reg clk,
output reg [15:0] out);
reg [15:0] instruction; 
reg [7:0] RD1,RD2;
reg [7:0] extendOut;
reg [7:0] aluMuxOut;
reg [7:0] aluResult;
reg RegWrite,
 AluSrc, MemWrite, MemtoReg, jump, r2Chooser, equality;
reg [5:0] PC;
reg [2:0] AluControl;
reg [7:0] dataMemOut;
reg [7:0] finalMuxOut;
reg [2:0] r2chooseout;
ControlUnit CU(instruction[15:12], instruction[2:0], RegWrite, AluSrc,
    AluControl, MemWrite, MemtoReg, jump, r2Chooser);
InstructionMemory im(extendOut, equality, jump, instruction, clk, PC);
MUX2 R2Mux(instruction[5:3], instruction[11:9], r2chooseout, r2Chooser);
MUX2 muxBeforeAlu(RD2, extendOut, aluMuxOut, AluSrc);
MUX2 finalMux(aluResult, dataMemOut, finalMuxOut, MemtoReg);
RegFile rf(instruction[8:6], r2chooseout, instruction[11:9], finalMuxOut, RD1, RD2, RegWrite, clk);
ALU alu(RD1, aluMuxOut, aluResult, AluControl, equality);
Extend ex(instruction[5:0], extendOut);
DataMemory dm(aluResult, RD2, dataMemOut, MemWrite, clk);
assign out = finalMuxOut;
endmodule
`timescale 1ns / 1ps
module RegFile(A1, A2, A3, WD3, RD1, RD2, WE3, clk, reset);
    input [2:0] A1, A2, A3;
    input [7:0] WD3;
    output [7:0] RD1, RD2;
    input WE3;
    input clk;
    input reset;
  reg [7:0] registers [7:0];
  assign  RD1 = registers[A1];
  assign  RD2 = registers[A2];
  initial begin
     registers[0] <= 8'd5;
     registers[1] <= 8'd12;
     registers[2] <= 8'd27;
     registers[3] <= 8'd30;
     registers[4] <= 8'd43;
     registers[5] <= 8'd57;
     registers[6] <= 8'd69;
     registers[7] <= 8'd102;
end
  always @ (posedge clk) 
  begin
    if(WE3)
        registers[A3] <=  WD3; 
  end
endmodule
```
`./run.sh`:
```
#!/bin/bash
# OpenROAD 26Q1-2900-gdf79404cd8, Yosys 0.63+post, stock flow scripts
make -C /OpenROAD-flow-scripts/flow DESIGN_CONFIG=/design/flow/config.mk WORK_HOME=/design/flow/orfs finish
```
==> results.txt <==
run results: outcome complete, no violations, reg-to-reg slack, setup 15720 ps, setup bufs post-CTS 0, remaining global-route overflow 0, Top Layout Cells 2112 x edfxtp_1, 665 x mux4_2, 304 x nor2_1, 213 x clkbuf_16, 198 x buf_4, initial antenna violation count 2, Hold Path Sink im.PC[3], hold_buf cts 0, iteration count of the initial detailed-routing pass 13, switching share of power 19.3%, hold_sp im.PC[0], hold violation total from the final report 0, Max Buffers Root-to-Sink 3, MaxCap Viol Count 0, number of unconstrained endpoints 2066, CTS tree built, Min-Delay Path Class flip-flop to flip-flop, chip height 465 um, asr flop ratio synth 0%, Via-to-Cell Ratio 5.62, Core Region 212000 sq um, Detail Placement HPWL 122000 um, Yosys chip area 85600 sq um, worst-path cell chain mux4_2 -> mux4_2 -> nor2b_1 -> a2111oi_0 -> nand4_1 -> a21oi_1 -> a21oi_1 -> buf_4 -> clkdlybuf4s50_1, crit path from dm.register[79][5], CTS buffer count 210, yosys warns 11, CP startpoint kind flip-flop, Int Power 6570 uW, # fillers 17393, Setup CP Type flip-flop to primary output, Seq pwr share 55.4%, Logic pwr share 0%, register pins left without a clock 18, Netlist cell types 90, Worst-Margin Slew 1120 ps, critical-path maximum fanout 9, Fmax 111 MHz, DR iter-0 viols 2839, Final Wtd Congestion 0.871, max_slew headroom 23.3%, DRC errors left 0, Critical Path RT 17040 ps, Bufs and invs on worst path 2, layout cell share with drive strength beyond 1 28.3%, Final ANT Viol Nets 0, post-CTS resize count 0, min cycle time layout 9000 ps, cell row count 169, Die ar. 216000 sq um, wire per inst 28.1 um, Syn Inst Count 3996, ant diodes 0, Floorplan Utilization 40.3%, clock skew 41.6 ps, Pwr Density 84.2 nW/um^2, clk slew on worst S/H paths 60 ps, largest net degree at the start of global routing 168, OpenROAD warning count 51, IO buf count 8, Insertion Delay late pin 870 ps, Worst R2R Start im.PC[1], gr usage total 21.1%, crit-path max cell delay 980 ps, Avg Inst Size Synth 21.4 sq um, first-pass GRT wire length 301000 um, vias in the first global route 44691, slowest cell on the critical path a2111oi_0, endpoints failing setup 0, Flops after synth 2135, yosys cell count 3996, Util after Layout 45.5%, Final Max-Slew Violation Tally 0, crit share post-route 42.3%, RSZ-0062 raised after global routing no, worst r2r path cells 11, synthesized area 85600 sq um, via count 40408, area grow syn2layout 12.9%, Crit path arrival time 4740 ps, most frequent logic cell in the layout edfxtp_1, Critical R2R Capture dm.register[183][7], setup TNS 0 ps, Min Hold Slack 686 ps, number of synthesized flops with an enable pin 2112, Psw 1570 uW, CP top delay family AND-OR/OR-AND gates, main flop type edfxtp_1, Final Total Pwr 8130 uW, Root Buffer clkbuf_16, WHS Path Cells 4, Routed WL 202000 um, endpoint class of the critical path primary output, Max VDD drop 0.0808 mV, P_leak 0.0344 uW, clock share of power 44.6%, num ports 17, Die X 465 um, depth of the CTS H-tree 4
-- worst max-delay path by stage --
stage             to  cells after the start
finish        out[5]                      9
global route  out[5]                      9
CTS           out[5]                      9
-- area by class of cell --
| cell class | count | area (sq um) | area share (%) |
|---|---|---|---|
| sequential | 2135 | 63800 | 66.0 |
| multi-input combinational | 1594 | 20700 | 21.4 |
| clock buffer | 244 | 5450 | 5.63 |
| tap | 2821 | 3530 | 3.65 |
| timing repair buffer | 212 | 1690 | 1.74 |
| clock inverter | 148 | 1360 | 1.41 |
| inverter | 37 | 139 | 0.144 |
-- synthesized netlist by cell type (all sizes together) (6+ instances only) --
library cell  count  area [sq um]
o221ai            6          52.6
xnor2            15           131
mux4            665         15000
nor3             16          96.4
nand4             9          56.3
inv              37           139
a211oi           10           100
a22oi             9          72.6
dlxtp             8           120
a31oi            14          87.6
clkbuf          118           443
dlxtn            10           150
o21ai            47           235
o21a              6          46.3
nor2            306          1150
a21o              7          52.6
edfxtp         2112         63400
nand2b           16           100
and2              7          43.8
mux2i            58           593
o31ai             6          58.8
a21oi            44           220
or3               6          37.5
nand2            91           344
nor2b            32           200
mux2             22           251
a22o              6          52.6
a221oi            6          52.6
buf             119           663
or2               7          43.8
xor2              8          70.1
ha               37           463
and3             11          68.8
nand3            42           210
-- worst register-to-register path, cell delays in order, from the launching register on --
cell     delay (ps)
dfxtp_1         830
inv_1           280
ha_1            340
nor3_4          230
nor3_1          150
nor2_2          390
buf_4           330
mux4_2          280
mux2_8          480
buf_4           590
buf_4           660
buf_4           640
-- metrics by stage --
stage                     std cells  cell area (sq um)  worst slack [ps]
after CTS                      7191              96700             12250
after floorplan                4003              85600              6680
final                          7191              96700             12300
after global placement         6799              89900             13300
after detailed placement       6799              89900             13200
after global routing           7191              96700             12070
-- routing by layer --
layer  global-route usage [%]  routed length (um)  part of all wire [%]
met1                     27.3               69000                    34
met3                     14.5               30600                    15
met4                     4.79                5880                   2.9
met5                    0.134                  12                0.0059
met2                     30.8               96500                    48
-- state kept, by name, summed over array words and instances (netlist names) --
signal	flops
im.PC	5
CU.r2Chooser	1
CU.MemWrite	1
CU.jump	1
alu.equality	1
CU.AluSrc	1
rf.registers	64
dm.register	2048
CU.AluControl	3
alu.aluOut	8
CU.MemtoReg	1
CU.RegWrite	1
-- power by group through the flow --
| stage | Clock (uW) | Sequential (uW) | Combinational (uW) |
|---|---|---|---|
| after CTS | 3700 | 4510 | 0.0417 |
| after global routing | 3850 | 4510 | 0.0829 |
| final | 3620 | 4510 | 0.0272 |
-- cells by family (layout without fill, tap and decap cells) --
logic type | Yosys count | in the layout | synth area share (%)
latches | 18 | 18 | 0.316
buffers and inverters | 274 | 641 | 1.45
adder cells (fa/ha/maj) | 40 | 40 | 0.588
flip-flops | 2117 | 2117 | 74.2
AND-OR/OR-AND | 214 | 214 | 1.76
XOR/XNOR | 23 | 23 | 0.235
AND/OR/NAND/NOR | 564 | 564 | 2.95
multiplexers | 745 | 745 | 18.5
other | 1 | 8 | 0.00438
No activity file was given, so power comes from the tool's default toggle rates.
